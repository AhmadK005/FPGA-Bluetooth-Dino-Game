File: flow/run.sh
#!/bin/bash
# OpenROAD 26Q1-2900-gdf79404cd8, Yosys 0.63+post, stock flow scripts
make -C /OpenROAD-flow-scripts/flow DESIGN_CONFIG=/design/flow/config.mk WORK_HOME=/design/flow/orfs finish
File: flow/constraint.sdc
current_design vga_controller

set clk_period 2.7
set clk_io_pct 0.2

create_clock -name clk0 -period $clk_period [get_ports {pixel_clk}]

set non_clock_inputs [all_inputs -no_clocks]
set_input_delay [expr $clk_period * $clk_io_pct] -clock clk0 $non_clock_inputs
set_output_delay [expr $clk_period * $clk_io_pct] -clock clk0 [all_outputs]
File: flow/config.mk
export PLATFORM = sky130hd
export DESIGN_NAME = vga_controller
export DESIGN_NICKNAME = vga_controller
export VERILOG_FILES = /design/flow/design.v
export SDC_FILE = /design/flow/constraint.sdc
export NUM_CORES = 4
export LEC_CHECK = 1
export CORE_UTILIZATION = 30
File: flow/design.v
module vga_controller #(
   parameter h_pixels   = 640,    
   parameter h_fp       = 16,     
   parameter h_pulse    = 96,     
   parameter h_bp       = 48,     
   parameter h_pol      = 1'b0,   
   parameter v_pixels   = 480,    
   parameter v_fp       = 10,     
   parameter v_pulse    = 2,      
   parameter v_bp       = 33,     
   parameter v_pol      = 1'b0    
)( input pixel_clk,            
   input reset_n,              
   output reg h_sync,          
   output reg v_sync,          
   output reg disp_ena,        
   output reg [31:0] column,   
   output reg [31:0] row       
   );
   localparam h_period = h_pulse + h_bp + h_pixels + h_fp;
   localparam v_period = v_pulse + v_bp + v_pixels + v_fp;
   reg [$clog2(h_period)-1:0] h_count;
   reg [$clog2(v_period)-1:0] v_count;
   always @(posedge pixel_clk) begin
      if (reset_n == 1'b0) begin
         h_count  <= 0;
         v_count  <= 0;
         h_sync   <= ~ h_pol;
         v_sync   <= ~ v_pol;
         disp_ena <= 1'b0;
         column   <= 0;
         row      <= 0;
      end else begin
         if (h_count < h_period - 1) begin
            h_count <= h_count + 1;
         end else begin
            h_count <= 0;
            if (v_count < v_period - 1) begin
               v_count <= v_count + 1;
            end else begin
               v_count <= 0;
            end
         end
         if ( (h_count < h_pixels + h_fp) || (h_count > h_pixels + h_fp + h_pulse) ) begin
            h_sync <= ~ h_pol;
         end else begin
            h_sync <= h_pol;
         end
         if ( (v_count < v_pixels + v_fp) || (v_count > v_pixels + v_fp + v_pulse) ) begin
            v_sync <= ~ v_pol;
         end else begin
            v_sync <= v_pol;
         end
         if (h_count < h_pixels) begin
            column <= h_count;
         end
         if (v_count < v_pixels) begin
            row <= v_count;
         end
         if (h_count < h_pixels && v_count < v_pixels) begin
            disp_ena <= 1'b1;
         end else begin
            disp_ena <= 1'b0;
         end
      end
   end
endmodule
==> impl_metrics.csv <==
group,metric,value,unit
power,p_leak,1.055,nW
grt,grt_pass1_vias,1319,
grt,grt.total_usage,10.27,%
layout,most-common-layout-cells,"conb_1, dfxtp_1, clkdlybuf4s50_1, nor2b_1, nor2_1",
final_timing,max_slew.worst_pin.slew,0.5255,ns
place,io_buffers,24,
grt,grt_max_degree,16,
clock_network,ctsResizeCount,0,
min_path,min_path_cells,2,
layout,lay_top_count,"conb_1",
clock_network,path_clk_slew,0.08,ns
final_timing,skew,0.006321,ns
final_timing,rsz0062_at_grt,"false",
min_path,min_from,"row[9]",
power,vdd_drop_max,0.2649,mV
power,power_switching,0.0002671,W
worst_setup_path,reg2reg_to,"v_count[3]",
synth,synth_flop_count,43,
clock_network,cts.path.max_buffers,2,
worst_setup_path,cp_max_fo,15,
worst_setup_path,cp-start-kind,"primary input",
grt,grt_antenna_before_repair,0,
final_timing,setup_tns,0,ns
clock_network,cts_setup_buffers,0,
clock_network,clkLatencyLatePin,0.29,ns
flow_run,tool_warnings,27,
layout,combGateArea,1165,µm²
synth,syn_area_per_cell,9.516,µm²
grt,grt_first_pass_wirelength,6361,µm
clock_network,tritoncts,"done",
power,combPwrFrac,6.9,%
min_path,hold_path.class,"flop to flop",
place,gp_congestion,0.7771,
drt,wl,3877,µm
layout,area_delta_synth_final,9.984,%
final_timing,relSlewSlack,64.92,%
worst_setup_path,reg2reg_setup_slack,0.89,ns
power,clockPowerShare,34.5,%
synth,ys_seq_share,37.53,%
final_timing,period_used_share,75.07,%
die,die_area,7999,µm²
drt,drt_iter0_markers,68,
drt,drcViolationCount,0,
layout,fin_util,34.41,%
worst_setup_path,crit_required,2.88,ns
final_timing,fmax,493.4,MHz
die,ios,69,
layout,ff_latch_area,860.8,µm²
final_timing,hold_violations,0,
worst_setup_path,arrival,2.21,ns
final_timing,finalSetupViolations,0,
final_timing,finalCriticalPeriod,2.027,ns
die,fp.dieW,89.44,µm
clock_network,cts_made_buffers,5,
clock_network,htreeDepth,2,
run_status,outcome,"completed",
drt,via_per_inst,4.206,
final_timing,maxSlewViolCount,0,
drt,wl_per_cell,10.77,µm
die,fp.coreArea,7331,µm²
power,seqPwrFrac,58.6,%
grt,grt_overflow,0,
synth,syn-instance-count,241,
worst_setup_path,reg2reg_depth,5,
layout,drive_above_1_share,9.962,%
flow_run,max-cap-violations,0,
power,p_int,0.0009018,W
synth,synth_warnings,1,
power,powerDensity,463.4,nW/µm²
drt,firstDrtPassIters,4,
synth,ys_chip_area,2293,µm²
clock_network,cts.root.buffer_cell,"clkbuf_8",
clock_network,clock_sinks,43,
min_path,min_to,"row[9]",
synth,synth_cell_types,44,
die,fp-utilization,31.29,%
synth,synth_area,2293,µm²
die,row_count,31,
worst_setup_path,crit_type,"primary input to flop",
place,dp_hpwl,2779,µm
die,fp.dieH,89.44,µm
clock_network,hold_buffers,0,
drt,vias,1514,
worst_setup_path,critPathCaptureType,"flop",
drt,ant_nets,0,
layout,num-fill-cells,738,
power,swShare,22.85,%
drt,diodes,0,
worst_setup_path,r2r-start,"h_count[0]",
synth,ys_cells,241,
layout make-up:
| cell class | instances | area share [%] |
|---|---|---|
| clock buffer | 6 | 3.274 |
| multi-input combinational | 178 | 46.18 |
| inverter | 6 | 0.8929 |
| timing repair buffer | 27 | 10.42 |
| clock inverter | 1 | 0.1984 |
| tap | 99 | 4.911 |
| sequential | 43 | 34.13 |
power groups by stage:
stage,Sequential [W],Combinational (W),Clock [W]
finish,0.000685,0.0000805,0.000403
global route,0.000689,0.0000933,0.000450
CTS,0.000685,0.0000822,0.000422
state kept, by name (all words and copies together) (netlist names):
signal and count:
column 10, h_count 10, row 10, v_count 10, disp_ena 1, h_sync 1
v_sync 1
per-layer routing:
metal | part of all wire, % | routed length [µm] | GRT usage (%) | up-vias
met5 | 0 | 0 | 0 | -
met3 | 6.6 | 256 | 2.060 | 2
met4 | 1.0 | 40 | 1.587 | 0
met1 | 52 | 2010 | 17.10 | 681
met2 | 40 | 1569 | 14.16 | 56
li1 | - | - | - | 775
metrics by stage:
step                cell area [µm²]  hold slack, ns  instances  power [W]  setup WS, ns
floorplan                      2455          0.3952        284  0.0007960         1.140
global placement               2435          0.4319        353  0.0007813        0.3938
finish                         2522          0.4417        360   0.001169        0.6731
CTS                            2522          0.4523        360   0.001189        0.6740
global route                   2522          0.4801        360   0.001232        0.5512
detailed placement             2435          0.4349        353  0.0007797        0.3716
logic make-up after synthesis:
group | Yosys count | synth area share (%)
XOR/XNOR | 7 | 2.673
flip-flops | 43 | 37.53
adder cells (fa/ha/maj) | 4 | 2.182
multiplexers | 12 | 5.238
AND/OR/NAND/NOR | 75 | 20.13
AND-OR/OR-AND | 36 | 13.37
buffers and inverters | 63 | 18.71
other | 1 | 0.1635
cell usage after synthesis, drive strengths merged:
cell	instances	share of area, %
buf	54	17
o221a	4	2.0
ha	4	2.2
and2	2	0.65
xor2	3	1.1
nor2b	18	4.9
dfxtp	43	38
xnor2	4	1.5
or3	2	0.55
nor4b	3	1.7
mux2i	12	5.2
a22o	4	1.5
conb	1	0.16
nor2	18	3.4
inv	6	0.98
a21oi	7	2.0
nand2	11	1.8
a211oi	2	0.65
a2111oi	1	1.2
a32o	2	0.87
and3	4	1.1
clkbuf	3	0.55
nor3	3	1.4
nand3	5	1.1
o21ai	12	3.1
a21o	2	0.65
nand4	4	1.7
and4	4	1.5
a22oi	1	0.93
nor3b	1	0.33
a311o	1	0.44
worst max-delay path by stage:
stage	startpoint	slack [ns]	depth (start not counted)	end
after CTS	reset_n	0.67	5	v_count[3]
after global routing	reset_n	0.55	5	v_count[3]
final	reset_n	0.67	5	v_count[3]
worst max-delay path: stages:
cell	delay, ns
clkdlybuf4s50_1	0.59
nor4b_2	0.27
a22oi_4	0.39
o21ai_0	0.17
a22o_1	0.25
Power figures rest on the tool's default switching activity, not on a simulated workload.
