File: flow/constraint.sdc
current_design vga

set clk_period 6.0
set clk_io_pct 0.2

create_clock -name clk0 -period $clk_period [get_ports {clk}]

set non_clock_inputs [all_inputs -no_clocks]
set_input_delay [expr $clk_period * $clk_io_pct] -clock clk0 $non_clock_inputs
set_output_delay [expr $clk_period * $clk_io_pct] -clock clk0 [all_outputs]
File: flow/run.sh
#!/bin/bash
# OpenROAD 26Q1-2900-gdf79404cd8, Yosys 0.63+post, stock flow scripts
make -C /OpenROAD-flow-scripts/flow DESIGN_CONFIG=/design/flow/config.mk WORK_HOME=/design/flow/orfs finish
File: flow/design.v
module vga(
    input             clk,  
    input             reset_n,  
    input             key_n,  
    input             jump_btn,  
    input      [9:0]  sw,  
    input             disp_ena,
    input      [9:0]  column,
    input      [8:0]  row,
    output reg [3:0]  r, g, b,
    output      [6:0] hex1, hex2,
    output            game_alive  
);
    localparam SCREEN_W  = 10'd640;	 
    localparam SCREEN_H  = 9'd480;	 
    localparam GROUND_Y  = 9'd380;	 
    localparam DINO_W    = 10'd32;  
    localparam DINO_H    = 9'd40;   
    localparam DINO_X    = 10'd80;	 
    localparam [8:0] DINO_GROUND_Y = GROUND_Y - DINO_H;  
    localparam OBS_W     = 10'd20;	 
    localparam OBS_H     = 9'd40;	 
    localparam OBS_SPEED = 10'd4;    
    localparam [9:0] MIN_SPAWN_FIRST = 10'd200;  
    localparam [9:0] MIN_SPAWN_GAP   = 10'd100;  
    localparam [9:0] MAX_SPAWN_GAP   = 10'd160;  
    localparam [9:0] GAP_RANGE       = MAX_SPAWN_GAP - MIN_SPAWN_GAP;  
    reg [18:0] tick_cnt;
    wire game_tick = (tick_cnt == 19'd0);
    always @(posedge clk or negedge reset_n) begin
        if (!reset_n)  
            tick_cnt <= 19'd0;
        else
            tick_cnt <= tick_cnt + 19'd1;  
    end
    reg [9:0] dino_x;
    reg [8:0] dino_y;
    reg signed [7:0] vel_y;
    reg jumping;
    wire signed [9:0] dino_y_signed = {1'b0, dino_y};
    wire signed [9:0] dino_y_next   = dino_y_signed + vel_y;
    reg [9:0] obs_x0, obs_x1, obs_x2;
    reg       obs_a0, obs_a1, obs_a2;   
    reg [9:0] spawn_cnt;
    reg [9:0] rand_val;
    reg [9:0] rand_gap;
    reg       game_over;
    reg [11:0] lfsr;
    wire       lfsr_fb = lfsr[11] ^ lfsr[10] ^ lfsr[9] ^ lfsr[3];
    wire       jump_pressed = (!key_n) | jump_btn;
    reg        sw1_d;
    reg [3:0]  dino_r_col, dino_g_col, dino_b_col;
    always @(posedge clk or negedge reset_n) begin
        if (!reset_n) begin
            sw1_d       <= 1'b0;
            dino_r_col  <= 4'h0;
            dino_g_col  <= 4'hF;
            dino_b_col  <= 4'h0;
        end else begin
            sw1_d <= sw[1];
            if (sw1_d ^ sw[1]) begin
                {dino_r_col, dino_g_col, dino_b_col} <= {lfsr[11:8], lfsr[7:4], lfsr[3:0]};
                if ({lfsr[11:8], lfsr[7:4], lfsr[3:0]} == 12'h000) begin
                    dino_r_col <= 4'hF;
                    dino_g_col <= 4'hF;
                    dino_b_col <= 4'hF;
                end
            end
        end
    end
    always @(posedge clk or negedge reset_n) begin
        if (!reset_n) begin
            dino_x     <= DINO_X;
            dino_y     <= DINO_GROUND_Y;
            vel_y      <= 8'sd0;
            jumping    <= 1'b0;
            obs_x0 <= SCREEN_W; obs_a0 <= 1'b0;
            obs_x1 <= SCREEN_W; obs_a1 <= 1'b0;
            obs_x2 <= SCREEN_W; obs_a2 <= 1'b0;
            spawn_cnt <= MIN_SPAWN_FIRST;   
            game_over <= 1'b0;
            lfsr     <= 12'hA5A;
            rand_val <= 10'd0;
            rand_gap <= 10'd0;
        end else begin
            if (game_tick) begin
                lfsr <= {lfsr[10:0], lfsr_fb};
            end
            if (jump_pressed && !jumping && (dino_y == DINO_GROUND_Y) && !game_over) begin
                jumping <= 1'b1;
                vel_y   <= -8'sd15;      
            end
            if (game_tick && jumping && !game_over) begin
                if (dino_y_next[8:0] >= DINO_GROUND_Y) begin
                    dino_y  <= DINO_GROUND_Y;
                    vel_y   <= 8'sd0;
                    jumping <= 1'b0;
                end else begin
                    dino_y <= dino_y_next[8:0];
                    vel_y  <= vel_y + 8'sd1;   
                end
            end
            if (game_tick && !game_over) begin
                if (obs_a0) begin
                    if (obs_x0 > OBS_SPEED)
                        obs_x0 <= obs_x0 - OBS_SPEED;
                    else begin
                        obs_x0 <= SCREEN_W;
                        obs_a0 <= 1'b0;
                    end
                end
                if (obs_a1) begin
                    if (obs_x1 > OBS_SPEED)
                        obs_x1 <= obs_x1 - OBS_SPEED;
                    else begin
                        obs_x1 <= SCREEN_W;
                        obs_a1 <= 1'b0;
                    end
                end
                if (obs_a2) begin
                    if (obs_x2 > OBS_SPEED)
                        obs_x2 <= obs_x2 - OBS_SPEED;
                    else begin
                        obs_x2 <= SCREEN_W;
                        obs_a2 <= 1'b0;
                    end
                end
                if (spawn_cnt > 0) begin
                    spawn_cnt <= spawn_cnt - 10'd1;
                end else begin
                    if (!obs_a0) begin
                        obs_a0 <= 1'b1;
                        obs_x0 <= SCREEN_W;
                    end else if (!obs_a1) begin
                        obs_a1 <= 1'b1;
                        obs_x1 <= SCREEN_W;
                    end else if (!obs_a2) begin
                        obs_a2 <= 1'b1;
                        obs_x2 <= SCREEN_W;
                    end
                    rand_val = {2'b00, lfsr[7:0]};              
                    rand_gap = rand_val % (GAP_RANGE + 10'd1);  
                    spawn_cnt <= MIN_SPAWN_GAP + rand_gap;      
                end
            end
            if (game_tick && !game_over) begin
                if (obs_a0 &&
                    (dino_x + DINO_W > obs_x0) &&
                    (dino_x < obs_x0 + OBS_W) &&
                    (dino_y + DINO_H > (GROUND_Y - OBS_H)) &&
                    (dino_y < GROUND_Y)) begin
                    game_over <= 1'b1;
                end
                else if (obs_a1 &&
                    (dino_x + DINO_W > obs_x1) &&
                    (dino_x < obs_x1 + OBS_W) &&
                    (dino_y + DINO_H > (GROUND_Y - OBS_H)) &&
                    (dino_y < GROUND_Y)) begin
                    game_over <= 1'b1;
                end
                else if (obs_a2 &&
                    (dino_x + DINO_W > obs_x2) &&
                    (dino_x < obs_x2 + OBS_W) &&
                    (dino_y + DINO_H > (GROUND_Y - OBS_H)) &&
                    (dino_y < GROUND_Y)) begin
                    game_over <= 1'b1;
                end
            end
        end
    end
    wire in_dino =
        (column >= dino_x) && (column < dino_x + DINO_W) &&
        (row    >= dino_y) && (row    < dino_y + DINO_H);
    wire in_obs0 =
        obs_a0 &&
        (column >= obs_x0) && (column < obs_x0 + OBS_W) &&
        (row    >= (GROUND_Y - OBS_H)) && (row < GROUND_Y);
    wire in_obs1 =
        obs_a1 &&
        (column >= obs_x1) && (column < obs_x1 + OBS_W) &&
        (row    >= (GROUND_Y - OBS_H)) && (row < GROUND_Y);
    wire in_obs2 =
        obs_a2 &&
        (column >= obs_x2) && (column < obs_x2 + OBS_W) &&
        (row    >= (GROUND_Y - OBS_H)) && (row < GROUND_Y);
    wire in_obs    = in_obs0 | in_obs1 | in_obs2;
    wire on_ground = (row >= GROUND_Y);
    always @(*) begin
        if (!disp_ena) begin
            r = 4'h0; g = 4'h0; b = 4'h0;
        end else begin
            r = 4'h4; g = 4'h7; b = 4'hF;
            if (on_ground) begin
                r = 4'h3; g = 4'h2; b = 4'h0;
            end
            if (in_obs) begin
                r = 4'hF; g = 4'h0; b = 4'h0;
            end
            if (in_dino) begin
                if (game_over)
                    {r,g,b} = {4'hF, 4'h0, 4'hF};   
                else
                    {r,g,b} = {dino_r_col, dino_g_col, dino_b_col};
            end
        end
    end
    assign hex1 = 7'b1111111;
    assign hex2 = 7'b1111111;
    assign game_alive = ~game_over;
endmodule
File: flow/config.mk
export PLATFORM = sky130hd
export DESIGN_NAME = vga
export DESIGN_NICKNAME = vga
export VERILOG_FILES = /design/flow/design.v
export SDC_FILE = /design/flow/constraint.sdc
export NUM_CORES = 4
export LEC_CHECK = 1
export CORE_UTILIZATION = 40
==> flow_summary_export.csv <==
group,metric,value,unit
timing,fin_skew,0.00851,ns
routing,viasPerCell,5.53,
routing,routed_wirelength,20600,µm
cts,clk_pin_slew,0.08,ns
power,vdd_drop_max,0.144,mV
routing,first_iter_violations,328,
global_routing,track_usage,19.5,%
final_layout,drive_gt1_share,7.36,%
logic_synthesis,yosys_warnings,1,
logic_synthesis,ys_seq_share,30.5,%
final_layout,postLayoutCoreUtil,45.6,%
timing,setup_slack,0.622,ns
logic_synthesis,flop_cell,"dfrtp_1",
global_routing,overflow,0,
cts,root_buffer,"clkbuf_16",
global_routing,grt_max_degree,50,
routing,drc_errors,0,
flow_run,drv_cap,0,
routing,wl_per_cell,15.4,µm
global_routing,antenna_found_initial,0,
floorplanning,boundaryPins,61,
cts,h-tree-depth,3,
placement,hpwl,15400,µm
floorplanning,dieHeight,150,µm
routing,drt_pass1_iterations,5,
logic_synthesis,synth.avg_cell_area,8.53,µm²
logic_synthesis,async_flop_share,100,%
cts,cts_setup_buffers,0,
floorplanning,die_w,150,µm
logic_synthesis,synth_top_area_share,23.6,%
timing,slew_viol_final,0,
logic_synthesis,ys_ff,106,
cts,clkLatencyLatePin,0.36,ns
routing,antenna_left,0,
floorplanning,die_area,0.0226,mm²
global_routing,grt_first_pass_wirelength,34500,µm
cts,cts_resized,0,
status,outcome,"finished, final reports clean",
cts,cts_hold_buf,0,
setup_path,arrival,4.18,ns
logic_synthesis,ys_cells,1032,
placement,routabilityCongestion,0.914,
setup_path,cp-end-kind,"output pin",
setup_path,cp_max_fo,7,
cts,cts_max_path_buffers,2,
placement,place_ws,0.558,ns
logic_synthesis,largest_area_cell,"dfrtp_1",
logic_synthesis,netlist_top_cells_area,"dfrtp_1, ha_1, dfstp_2, xnor2_1, a21oi_1",
logic_synthesis,edf_count,0,
logic_synthesis,syn_inst,1032,
final_layout,fill_cells,2033,
timing,finalSetupTns,0,ns
timing,finalHoldViolCount,0,
timing,rsz0062_at_grt,"false",
floorplanning,core,0.0213,mm²
cts,cts.sinks,106,
timing,fmaxAchievable,186,MHz
power,p_leak,4.21,nW
setup_path,crit_type,"primary input to output pin",
setup_path,required,4.80,ns
cts,numCtsBuffers,9,
logic_synthesis,ys_area,0.00880,mm²
worst_hold_path,hold_path_class,"flop to flop",
flow_run,tool_warnings,58,
routing,vias,7376,
timing,worst_hold_slack,0.481,ns
logic_synthesis,synthDistinctLibCells,81,
timing,period_minus_slack,5.38,ns
power,p_per_area,148,mW/mm²
timing,setup_violations,0,
timing,tightest_slew,0.756,ns
floorplanning,fp_util,41.3,%
cts,cts_tree,"built",
setup_path,start_kind,"primary input",
placement,port_buffers,37,
timing,relSlewSlack,49.2,%
timing,post-route-period-util,89.6,%
logic_synthesis,synthesis.area,0.00880,mm²
floorplanning,rows,53,
final_layout,area_delta_synth_final,10.3,%
global_routing,grt_pass1_vias,6934,
routing,antennaDiodeCount,0,
## report_power, final
group,internal [mW],switching [mW]
registers,0.715,0.000133
logic,0.0511,0.0610
clock network,0.307,0.306
total,1.07,0.367
## cells by family after synthesis
logic type	after synthesis	synth area share (%)
multiplexers	14	1.69
flip-flops	106	30.5
adder cells (fa/ha/maj)	107	15.3
buffers and inverters	124	6.03
XOR/XNOR	66	6.57
AND-OR/OR-AND	286	21.0
AND/OR/NAND/NOR	328	18.9
other	1	0.0426
## worst paths after layout
check	slack [ns]	cells past startpoint	end	start
worst max register to register	1.42	18	spawn_cnt[6]$_DFFE_PN1P_	lfsr[5]$_DFFE_PN0N_
worst max-delay path	0.62	12	b[1]	column[4]
worst min-delay path	0.48	1	tick_cnt[18]$_DFF_PN0_	tick_cnt[18]$_DFF_PN0_
worst min register to register	0.48	1	tick_cnt[18]$_DFF_PN0_	tick_cnt[18]$_DFF_PN0_
max in group asynchronous	3.79	3	dino_b_col[3]$_DFFE_PN0P_	reset_n
min in group asynchronous	0.74	1	obs_x2[1]$_DFFE_PN0P_	reset_n
## worst max-delay path, cell delays in order
cell and delay [ns]:
clkdlybuf4s50_1 0.62, ha_1 0.41, and3_1 0.16, a21oi_1 0.04
o21ai_0 0.08, nor4_1 0.07, o41ai_1 0.39, o211ai_1 0.22
a311oi_1 0.34, buf_4 0.19, nor2_1 0.05, clkdlybuf4s50_1 0.41
## registers in the layout (all words and copies together), names as in the netlist
name and cells:
dino_b_col 4, dino_g_col 4, dino_r_col 4, dino_y 9, game_over 1, jumping 1
lfsr 12, obs_a0 1, obs_a1 1, obs_a2 1, obs_x0 10, obs_x1 10
obs_x2 10, spawn_cnt 10, sw1_d 1, tick_cnt 19, vel_y 8
## through the flow
stage / area, µm² / power, mW / instances
floorplan: 8850 / 0.784 / 1045
global placement: 9400 / 0.842 / 1319
detailed placement: 9400 / 0.843 / 1319
CTS: 9710 / 1.46 / 1335
global route: 9710 / 1.51 / 1335
finish: 9710 / 1.44 / 1335
## layout make-up
cell class / instances / area (µm²) / share of cell area, %
sequential: 106 / 2680 / 27.6
clock inverter: 6 / 65.1 / 0.670
clock buffer: 10 / 239 / 2.46
inverter: 76 / 285 / 2.94
multi-input combinational: 815 / 5650 / 58.2
tap: 275 / 344 / 3.54
timing repair buffer: 47 / 443 / 4.56
## synthesized netlist by cell type, types with 7 or more instances
cell type,n
clkbuf_1,26
o21ai_1,8
buf_2,7
a21o_1,15
xor2_1,15
nor3_1,32
buf_4,15
nor2_1,86
o31ai_1,7
o21a_1,8
ha_1,105
or3_1,8
dfrtp_1,83
o22a_1,13
nand2b_1,15
nand4_1,12
nand2_1,64
and3_1,14
o22ai_1,9
o211ai_1,15
inv_1,76
and2_1,11
a31oi_1,11
a21oi_1,72
nand3_1,46
xnor2_1,51
mux2i_1,7
dfstp_2,23
mux2_2,7
nor4_1,9
o21ai_0,71
## per-layer routing
metal  up-vias  GRT usage, %  wire length (µm)
met4         0          2.42               259
met5         -             0                 0
met2       111          31.2              9360
met1      3478          29.6             10200
met3        15          2.35               728
li1       3772             -                 -
## cell usage in the layout, fill, tap and decap left out, drive strengths merged, types with 5 or more instances in the layout
master	instances
xor2	15
o22ai	9
nor2	87
a21oi	72
a31oi	11
nand2b	15
dfstp	23
o22a	13
nor3	33
o21a	8
clkbuf	10
nand2	64
o211ai	16
clkdlybuf4s50	36
or4	7
inv	80
conb	14
and3	14
o221ai	5
nand3	47
a21o	15
nand4	13
buf	11
nor4	10
ha	105
dfrtp	83
o21ai	81
mux2	7
xnor2	51
o31ai	7
nor4b	6
or3	8
mux2i	7
and2	11
a211oi	7
Power figures rest on the tool's default switching activity, not on a simulated workload.
