$ cat flow/design.v
module BaudRate
(
    input        Clk,			 
    input        Rst_n,			 
    output       Tick,			 
    input [15:0] BaudRate		 
);
    reg [15:0] baudRateReg;  
    always @(posedge Clk or negedge Rst_n)
        if (!Rst_n)          baudRateReg <= 16'b1;
        else if (Tick)       baudRateReg <= 16'b1;
        else                 baudRateReg <= baudRateReg + 1'b1;
    assign Tick = (baudRateReg == BaudRate);
endmodule
$ cat flow/constraint.sdc
current_design BaudRate

set clk_period 4.9
set clk_io_pct 0.2

create_clock -name clk0 -period $clk_period [get_ports {Clk}]

set non_clock_inputs [all_inputs -no_clocks]
set_input_delay [expr $clk_period * $clk_io_pct] -clock clk0 $non_clock_inputs
set_output_delay [expr $clk_period * $clk_io_pct] -clock clk0 [all_outputs]
$ cat flow/config.mk
export PLATFORM = sky130hd
export DESIGN_NAME = BaudRate
export DESIGN_NICKNAME = BaudRate
export VERILOG_FILES = /design/flow/design.v
export SDC_FILE = /design/flow/constraint.sdc
export NUM_CORES = 4
export LEC_CHECK = 1
export CORE_AREA = 10 10 89 89
export DIE_AREA = 0 0 99 99
$ cat flow/run.sh
#!/bin/bash
# OpenROAD 26Q1-2900-gdf79404cd8, Yosys 0.63+post, stock flow scripts
make -C /OpenROAD-flow-scripts/flow DESIGN_CONFIG=/design/flow/config.mk WORK_HOME=/design/flow/orfs finish
==> qor.yml <==
peakVddDrop_v: 0.000174
worst_pin_slew_ns: 0.734
setup-violations-final: 0
drt_first_pass_iters: 2
netlist_instances: 98
hold_ws_ns: 0.494
outcome: "complete, no violations"
fin_crit_ns: 3.60
rr_startpoint: "baudRateReg[0]$_DFF_PN1_"
maxCapViolCount: 0
cp-end-kind: "output port"
yosys_warnings: 1
port_buffers: 18
slowest_delay_ns: 0.52
ant_nets: 0
power.density_mw_per_mm2: 279
io-pin-count: 19
ys.flops: 16
grt_pass1_vias: 750
fp.dieW_um: 99
combPwrFrac: 0.179
yosys.cell_types.count: 19
route.detailed.wl_per_inst_um: 11.4
p_int_mw: 0.252
via_per_inst: 3.66
insertion_delay_ns: 0.25
ys_seq_frac: 0.422
grt_setup_unrepaired: "no"
placementRows: 28
tool_warnings: 25
drv_slew: 0
yosys_area_um2: 951
lay_top_cells: "xnor2_1, clkdlybuf4s50_1, nor2_1, dfrtp_1, nand4_1"
timing.fmax_ghz: 0.278
h-tree-depth: 1
path_buffers: 2
grt_max_degree: 17
dpl.hpwl_um: 1670
finalClockPeriodUsage: 0.735
fp_util: 0.159
clockRootBuffer: "clkbuf_8"
drc: 0
core_area_mm2: 0.00599
yosys_cells: 98
cts.path.max_buffers: 2
yosysTopAreaCell: "dfrtp_1"
syn2layout_area_growth_pct: 32.1
regMostFlops: "baudRateReg"
timing.rr.end: "baudRateReg[14]$_DFF_PN0_"
grt_pass1_wl_um: 3830
antenna_found_initial: 0
path_max_fanout: 2
hp-class: "flop to flop"
leakagePower_nw: 0.453
cp_top_family: "buffers and inverters"
numCtsBuffers: 3
clock-sinks: 16
routed_wl_um: 2170
top_cell_area_share: 0.395
startpoint: "BaudRate[8]"
post-cts-setup-buffer-count: 0
relSlewSlack: 0.509
crit_required_ns: 3.92
seq_power_share: 0.487
drt_iter0_drc: 57
fin_worst_skew_ns: 0.00250
crit_path_end: "Tick"
r2r_slack_ns: 3.24
p_sw_mw: 0.0985
clkPwrFrac: 0.335
cts_tree: "yes"
avgSynthCellArea_um2: 9.70
ff2ff_path_depth: 5
track_usage: 0.0467
top_cells_by_area: "dfrtp_1, xnor2_1, nand4_1"
largest_reg_flops: 16
criticalPathCategory: "input pin to output port"
synthesis.area_um2: 951
gr-total-overflow: 0
mostFrequentLayoutCell: "xnor2_1"
cp_cell_sequence: "clkdlybuf4s50_1, xnor2_1, nand4_1, nor4_4, clkdlybuf4s50_1"
swShare: 0.281
cts_resized: 0
hold_buffers: 0
largestRegisters: "baudRateReg x16"
drive_gt1_frac: 0.0603
crit_cells: 5
fin_setup_tns_ns: 0
dieArea_mm2: 0.00980
cpMostUsedCell: "clkdlybuf4s50_1"
crit_path_top_delay_cell: "clkdlybuf4s50_1"
diodes: 0
vias: 700
cp.arrival_ns: 2.62
finalHoldViolations: 0
path_clk_slew_ns: 0.06
place_congestion: 0.822
crit_path_start_kind: "input pin"
die_h_um: 99
cells in the mapped netlist, drive strengths merged:
master / n
xor2: 4
nand2: 4
and4: 1
clkbuf: 2
xnor2: 26
buf: 3
dfstp: 1
nor4: 5
nand3: 4
nor3: 4
dfrtp: 15
nor2b: 1
ha: 1
nand2b: 1
nand4: 9
nor2: 15
inv: 2
cell families after synthesis:
kind of cell / Yosys count / synth area share
flops: 16 / 0.422
fa+ha+maj: 1 / 0.0132
buf+inv: 7 / 0.0408
simple gates: 44 / 0.247
xor+xnor: 30 / 0.276
worst min-delay path by stage:
stage                   startpoint                  endpoint  slack, ns  cells past startpoint
4_1_cts   baudRateReg[0]$_DFF_PN1_  baudRateReg[0]$_DFF_PN1_       0.50                      1
5_1_grt   baudRateReg[0]$_DFF_PN1_  baudRateReg[0]$_DFF_PN1_       0.53                      1
6_report  baudRateReg[0]$_DFF_PN1_  baudRateReg[0]$_DFF_PN1_       0.49                      1
power by group through the flow:
stage | sequential, mW | clock (mW) | combinational, mW
after CTS | 0.171 | 0.122 | 0.0639
after global routing | 0.174 | 0.128 | 0.0710
final | 0.171 | 0.117 | 0.0627
layout make-up:
type                            instances  area, um2
Tap cell                               75       93.8
Multi-Input combinational cell         75        510
Inverter                                2       7.51
Fill cell                             628       4730
Sequential cell                        16        402
Timing Repair Buffer                   19        188
Clock buffer                            4       55.1
layer usage:
layer,global-route usage,part of all wire
met5,0,0
met4,0.00441,0.0087
met3,0.0155,0.057
met2,0.0701,0.43
met1,0.0658,0.50
worst reg2reg max path, cell delays in order (launching register included):
cell	delay (ns)
dfstp_2	0.57
ha_1	0.23
nand4_1	0.18
nor4_1	0.36
xnor2_1	0.16
nor2_1	0.05
metrics by stage:
stage	instances	total power, mW	instance area, um2	setup WS, ns	utilization
2_1_floorplan	98	0.213	951	2.05	-
3_3_place_gp	187	0.236	1200	1.23	0.201
3_5_place_dp	187	0.236	1200	1.27	0.201
4_1_cts	191	0.357	1260	1.25	0.210
5_1_grt	191	0.373	1260	1.16	0.210
6_report	191	0.351	1260	1.30	0.210
Power is estimated from default activity; no workload was simulated.
